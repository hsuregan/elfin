### ./config.mk
export PLATFORM = sky130hd
export DESIGN_NAME = parallel_crc_ccitt
export DESIGN_NICKNAME = parallel_crc_ccitt
export VERILOG_FILES = /design/flow/design.v
export SDC_FILE = /design/flow/constraint.sdc
export NUM_CORES = 4
export LEC_CHECK = 1
export CORE_AREA = 10 10 70 70
export DIE_AREA = 0 0 80 80
### ./constraint.sdc
current_design parallel_crc_ccitt

set clk_period 1.4
set clk_io_pct 0.2

create_clock -name clk0 -period $clk_period [get_ports {clk}]

set non_clock_inputs [all_inputs -no_clocks]
set_input_delay [expr $clk_period * $clk_io_pct] -clock clk0 $non_clock_inputs
set_output_delay [expr $clk_period * $clk_io_pct] -clock clk0 [all_outputs]
### ./design.v
module parallel_crc_ccitt (
clk     ,
reset   ,
enable  ,
init    , 
data_in , 
crc_out
);
input clk     ;
input reset   ;
input enable  ;
input init    ;
input [7:0] data_in ;
output [15:0] crc_out;
reg [15:0]   crc_reg;
wire [15:0]  next_crc;
assign crc_out = crc_reg;
always @ (posedge clk)
if (reset) begin
  crc_reg <= 16'hFFFF;
end else if (enable) begin
  if (init) begin
     crc_reg <= 16'hFFFF;
  end else begin
     crc_reg <= next_crc;
  end
end
assign next_crc[0] = data_in[7] ^ data_in[0] ^ crc_reg[4] ^ crc_reg[11];
assign next_crc[1] = data_in[1] ^ crc_reg[5];
assign next_crc[2] = data_in[2] ^ crc_reg[6];
assign next_crc[3] = data_in[3] ^ crc_reg[7];
assign next_crc[4] = data_in[4] ^ crc_reg[8];
assign next_crc[5] = data_in[7] ^ data_in[5] ^ data_in[0] ^ crc_reg[4] ^ crc_reg[9] ^ crc_reg[11];
assign next_crc[6] = data_in[6] ^ data_in[1] ^ crc_reg[5] ^ crc_reg[10];
assign next_crc[7] = data_in[7] ^ data_in[2] ^ crc_reg[6] ^ crc_reg[11];
assign next_crc[8] = data_in[3] ^ crc_reg[0] ^ crc_reg[7];
assign next_crc[9] = data_in[4] ^ crc_reg[1] ^ crc_reg[8];
assign next_crc[10] = data_in[5] ^ crc_reg[2] ^ crc_reg[9];
assign next_crc[11] = data_in[6] ^ crc_reg[3] ^ crc_reg[10];
endmodule
### ./run.sh
#!/bin/bash
# OpenROAD 26Q1-2900-gdf79404cd8, Yosys 0.63+post, stock flow scripts
make -C /OpenROAD-flow-scripts/flow DESIGN_CONFIG=/design/flow/config.mk WORK_HOME=/design/flow/orfs finish
==> qor.json <==
{
  "status": {
    "outcome": "completed"
  },
  "synthesis": {
    "synthArstFlopShare": 0,
    "netlist-cell-type-count": 16,
    "dominantRegCellSynth": "dfxtp_1",
    "ys_sh_mux": 0.141,
    "synth_cells": 66,
    "synth.cellmix.adderShare": 0,
    "synth_warnings": 5,
    "synth.cellmix.compoundShare": 0.0313,
    "simple_gate_share": 0.129,
    "synthesis.area_sq_um": 641,
    "topCombFamilyByArea": "XOR/XNOR gates",
    "ys_seq_elements": 13,
    "synth.yosys.seq_area_share": 0.406,
    "number_of_flops_mapped_to_enable_cells_by_yosys": 0,
    "ys_cells": 66,
    "ys_area_sq_um": 641,
    "synthesized_area_per_cell_sq_um": 9.71,
    "xor_area_frac": 0.229
  },
  "clocking": {
    "clkTransAtPathRegs_ns": 0.08,
    "cts_sinks": 13,
    "cts_max_level": 1,
    "clock_path_buffers": 2,
    "cts_hold_buffers": 0,
    "cts_buffers": 3,
    "ctsRootBufferMaster": "clkbuf_4",
    "worst_skew_pair_later_pin_latency_ns": 0.27,
    "tritoncts": "done"
  },
  "critical_path": {
    "cp_num_buf_inv": 1,
    "worstSetupStartpointType": "register",
    "cp_top_family": "buffers and inverters",
    "timing.critical_path.required_ns": 1.12,
    "critical-path-slowest-cell": "clkdlybuf4s50_1",
    "cp_cell_sequence": "clkdlybuf4s50_1",
    "timing.critical_path.to_type": "output port",
    "critical-path-max-stage-delay_ns": 0.45,
    "worstPathArrival_ns": 1.08,
    "criticalPathCategory": "register to output port",
    "critical_path_peak_fanout": 4
  },
  "routing": {
    "post_route_ant_nets": 0,
    "num_vias": 563,
    "detail_route.vias_per_cell": 3.61,
    "antenna_cells": 0,
    "drc_errors_left": 0,
    "detail_route.wl_per_cell_um": 11.0,
    "dr.first_iter.drc_count": 19,
    "drt_first_pass_iters": 4,
    "total_wire_length_mm": 1.72
  },
  "job": {
    "number_of_warnings_in_the_stage_logs": 25,
    "drv.max_cap_violation_count": 0
  },
  "power_and_ir_drop": {
    "power.density_nw_per_um2": 876,
    "power.share.combinational": 0.340,
    "swShare": 0.264,
    "p_seq_frac": 0.432,
    "power.clock.fraction": 0.228,
    "power.leakage_nw": 0.485,
    "worst_ir_drop_vdd_mv": 0.383,
    "intPower_w": 0.000737,
    "power.switching_w": 0.000264
  },
  "placement": {
    "io_buffer_count": 27,
    "detailed_place_hpwl_mm": 1.31,
    "place.gp.congestion": 0.723,
    "pre_cts_slack_ns": -0.126
  },
  "die": {
    "coreArea_sq_um": 3420,
    "die_h_um": 80,
    "io_pins": 28,
    "die_width_um": 80,
    "initial_core_utilization": 0.188,
    "rows": 21,
    "chip_area_sq_um": 6400
  },
  "final_timing": {
    "finalWorstPathRequiredPeriod_ns": 1.36,
    "final_hold_viol_count": 0,
    "slew_viol_final": 0,
    "fin_crit_sh": 0.969,
    "setup_violations": 0,
    "smallest_hold_slack_ns": 0.487,
    "grt_setup_unrepaired": "no",
    "worst_slack_ns": 0.0427,
    "tightest_slew_ns": 0.290,
    "max_clock_freq_mhz": 737,
    "final.setup_skew_ns": 0.00317,
    "max_slew_margin": 0.807
  },
  "global_route": {
    "grt_pass1_wl_mm": 2.77,
    "grt_util_all_layers": 0.0538,
    "pin_count_of_the_biggest_net_entering_global_routing": 10,
    "grt_overflow_total": 0,
    "number_of_global_route_vias_before_repair": 617,
    "initial_antenna_violation_count": 0
  },
  "finish": {
    "drive_gt1_frac": 0.355,
    "nFillCells": 350,
    "largest_reg_flops": 13,
    "syn2layout_area_growth_pct": 78.3
  },
  "hold_path": {
    "min_delay_worst_type": "register to register"
  }
}
## synthesized netlist by cell type (2+ instances only)
cell | count | area share
dfxtp_1 | 13 | 0.41
nand2_1 | 13 | 0.076
xnor2_1 | 10 | 0.14
mux2i_1 | 9 | 0.14
buf_2 | 3 | 0.023
buf_4 | 3 | 0.035
o21ai_1 | 3 | 0.023
xor2_1 | 3 | 0.041
xnor2_2 | 2 | 0.051
## layout by cell type, fill, tap and decap left out, types with 2 or more instances in the layout
cell type / Yosys / final
xor2_1: 3 / 3
dfxtp_2: 0 / 12
xnor2_2: 2 / 2
mux2i_1: 9 / 9
xnor2_1: 10 / 10
clkbuf_4: 0 / 3
buf_4: 3 / 19
dlymetal6s2s_1: 0 / 10
dlygate4sd2_1: 0 / 2
o21ai_1: 3 / 3
clkdlybuf4s50_1: 0 / 15
nand2_1: 13 / 13
## cells by family after synthesis
family | count (synthesis)
xor gates and xnor gates | 15
DFF | 13
AOI/OAI and AO/OA | 4
buffers and inverters | 7
muxes | 9
and+or+nand+nor | 18
## timing repair
item | CTS | global route
buffers inserted | 5 | 7
gates resized | 15 | 11
setup endpoints to repair | 16 | 12
## routing by layer
layer	vias up	wire length [um]	global-route usage
met4	0	0	0.00352
met3	0	212	0.0364
met1	242	730	0.0587
met2	19	776	0.0883
met5	-	0	0
li1	302	-	-
## layout make-up
type / instances / area (sq um) / share of cell area
clock buffers: 3 / 22.5 / 0.0197
clock inverters: 1 / 5.00 / 0.00438
inverters: 1 / 3.75 / 0.00329
multi-input cells: 46 / 339 / 0.297
flip-flops and latches: 13 / 279 / 0.244
well taps: 46 / 57.6 / 0.0504
repair buffers: 46 / 435 / 0.381
## per-stage QoR
step | TNS [ns] | cells | util | instance area, sq um | total power, W
floorplan | 0 | 66 | - | 641 | 0.000593
global route | 0 | 156 | 0.334 | 1140 | 0.00108
finish | 0 | 156 | 0.334 | 1140 | 0.00100
global placement | -0.588 | 140 | 0.288 | 983 | 0.000749
detailed placement | -0.487 | 140 | 0.288 | 983 | 0.000750
CTS | 0 | 149 | 0.311 | 1060 | 0.00100
## final timing paths
check,start,end,slack [ns],cells after the start
worst min register to register,crc_reg[2],crc_reg[2],0.49,2
worst max register to register,crc_reg[4],crc_reg[5],0.19,5
worst max-delay path,crc_reg[14],crc_out[14],0.04,1
worst min-delay path,crc_reg[2],crc_reg[2],0.49,2
## power by group through the flow
stage | Combinational, W | Sequential [W] | Clock, W
final | 0.000340 | 0.000432 | 0.000228
after global routing | 0.000379 | 0.000438 | 0.000260
after CTS | 0.000326 | 0.000440 | 0.000239
## tightest hold or removal path, cell delays in order (launching register included)
cell and delay [ns]:
dfxtp_2 0.34, mux2i_1 0.06, nand2_1 0.06
No activity file was given, so power comes from the tool's default toggle rates.
