==> design.v <==
module crc8(
  input wire rst_n,
  input wire clk,
  input wire shift,
  input wire clr,
  input wire in,
  output reg[7:0] crc
  );
  always @(posedge clk or negedge rst_n)
    if (!rst_n) crc <= 0;
    else if (clr) crc <= 0;
    else if (shift) crc <= {crc[6:2],crc[7]^crc[1],crc[7]^crc[0],crc[7]^in};
endmodule
module crc8_byte(
		input wire clk,
		input wire rst_n,
		input wire [7:0] in,
		input wire enable,
		input wire clr,
		output wire[7:0] out,
		output wire complete
	);
	reg[3:0] counter;  
	reg byte_processed;
	wire crc_enable;   
	assign crc_enable = counter < 8;
	assign complete = byte_processed;
	wire cur_bit;  
	assign cur_bit = in[7-counter];
	crc8 calculate(
				.rst_n(rst_n), 
				.clk(clk), 
				.shift(crc_enable),  
				.clr(clr), 
				.in(cur_bit), 
				.crc(out)  
			);
	always @(posedge clk or negedge rst_n)
	begin
		if (!rst_n) counter <= 8;
		else if (enable) counter <= 0;  
		else if (counter < 8) counter <= counter + 1;
	end
	always @(posedge clk or negedge rst_n)
	begin
		if (!rst_n) byte_processed <= 0;
		else if(counter == 7) byte_processed <= 1;
		else byte_processed <= 0;
	end
endmodule
==> run.sh <==
#!/bin/bash
# OpenROAD 26Q1-2900-gdf79404cd8, Yosys 0.63+post, stock flow scripts
make -C /OpenROAD-flow-scripts/flow DESIGN_CONFIG=/design/flow/config.mk WORK_HOME=/design/flow/orfs finish
==> config.mk <==
export PLATFORM = sky130hd
export DESIGN_NAME = crc8_byte
export DESIGN_NICKNAME = crc8_byte
export VERILOG_FILES = /design/flow/design.v
export SDC_FILE = /design/flow/constraint.sdc
export NUM_CORES = 4
export LEC_CHECK = 1
export CORE_AREA = 10 10 84 84
export DIE_AREA = 0 0 94 94
==> constraint.sdc <==
current_design crc8_byte

set clk_period 2.2
set clk_io_pct 0.2

create_clock -name clk0 -period $clk_period [get_ports {clk}]

set non_clock_inputs [all_inputs -no_clocks]
set_input_delay [expr $clk_period * $clk_io_pct] -clock clk0 $non_clock_inputs
set_output_delay [expr $clk_period * $clk_io_pct] -clock clk0 [all_outputs]
==> reports/qor.yml <==
status: "finished clean"
core_um2: 5200
dpl.hpwl_um: 1100
htreeDepth: 1
wl_per_cell_um: 9.21
slowest_delay_ns: 0.49
peakVddDrop_uv: 303
arrival_ns: 1.93
postRouteAntennaNets: 0
worst_pin_slew_ns: 0.573
cpMaxStageDelayCell: "mux4_1"
antenna_found_initial: 0
drv_slew: 0
cp_cell_sequence: "clkdlybuf4s50_1 > mux4_1 > mux2i_1 > nor3b_1 > a2111oi_1"
drt_pass1_iterations: 3
p_per_area_nw_per_um2: 575
cts_tree: "done"
dpl.cell_count: 139
timing.final.crit_share_pct: 82.6
stdcell_count: 143
grt_pass1_wl_um: 2380
top_layer: "met3"
portBuffers: 20
gp_congestion: 0.730
post_cts_buffers: 0
slew_headroom_pct: 61.7
cts_sinks: 13
wl_met1_um: 661
initial_core_util_pct: 11.7
cts_made_buffers: 3
finalHoldViolCount: 0
top_area_share_pct: 49.3
route.met2.wl_um: 420
yosys_warnings: 2
num_vias: 436
drcViolationCount: 0
syn_avg_cell_area_um2: 11.9
cts-root-buf: "clkbuf_8"
wirelength_um: 1320
hold_class: "reg2reg"
final_layout_top_logic_cell: "clkdlybuf4s50_1"
max_freq_mhz: 550
drv_cap: 0
clk_path_buf_depth: 2
leakage_nw: 0.361
areaGrowthSynthToFinish_pct: 53.4
gr-total-overflow: 0
chip_area_um2: 8840
grt_start_max_net_pins: 17
synth-seq-cells: 13
endpoint_kind: "flop"
finClkSkew_ns: 0.00365
grt_pass1_vias: 502
final-setup-viol-count: 0
rrSetupSlack_ns: 0.47
row_count: 26
post_cts_resize_count: 0
ios: 21
grt.total_usage_pct: 3.40
antenna_cells: 0
clock_latency_ns: 0.23
wl_met3_um: 234
warnings: 25
synth_area_um2: 609
grt_setup_unrepaired: "no"
largest_area_cell: "dfrtp_1"
cp.required_ns: 2.32
drt_iter0_drc: 12
fin_setup_tns_ns: 0
lay_top_cells: "clkdlybuf4s50_1 (20), nor2_1 (14), dfrtp_1 (12)"
startpoint_type: "input pin"
synth_cell_types: 15
die_w_um: 94
cts_hold_buffers: 0
fin_crit_ns: 1.82
dieHeight_um: 94
ys_area_um2: 609
worst-path-max-fanout: 2
drive_gt1_share_pct: 5.48
ys_cells: 51
synth.area.top_cells: "dfrtp_1 (49%), mux2i_1 (11%), mux4_1 (8.6%)"
crit_type: "in2reg"
syn_inst: 51
vias_per_cell: 3.05
ys_seq_share_pct: 53.6
cts.clk_slew.worst_paths_ns: 0.05
==> layout make-up <==
type / instances / area, um^2
multi-input combinational: 36 / 275
clock buffer: 4 / 45.0
fill: 575 / 4270
timing repair buffer: 20 / 200
sequential: 13 / 327
tap: 70 / 87.6
==> cells by family (layout without fill, tap and decap cells) <==
group,Yosys count,count (layout),share of synthesized area [%]
flip-flops,13,13,53.6
adder cells (fa/ha/maj),1,1,2.05
XOR/XNOR,4,4,5.75
AND/OR/NAND/NOR,18,18,12.9
AND-OR/OR-AND,4,4,4.31
buffers and inverters,2,24,1.23
multiplexers,9,9,20.1
==> worst max-delay path: cells and delay by family <==
kind,cells,cell delay (ns)
buf+inv,1,0.38
mux,2,0.68
simple gates,1,0.08
compound gates,1,0.35
==> where the power goes <==
part	switching, W	internal (W)	total, W	leakage, nW
logic	0.0000230	0.0000492	0.0000722	0.165
clock network	0.0000733	0.000127	0.000200	0.0228
registers	0.0000143	0.000251	0.000265	0.173
==> synthesized netlist by cell type (all sizes together) <==
master,number
nor2,14
dfrtp,12
mux2i,7
xnor2,3
a21oi,2
buf,2
mux4,2
nor2b,2
a2111oi,1
a31oi,1
and2,1
dfstp,1
ha,1
nor3b,1
xor2,1
==> per-layer routing <==
layer | track usage [%] | vias to the layer above
li1 | - | 220
met1 | 4.47 | 194
met2 | 4.49 | 22
met3 | 2.67 | 0
met4 | 0.127 | 0
met5 | 0 | -
==> worst paths after layout <==
check | depth (start not counted) | endpoint | start
min in group asynchronous | 1 | calculate.crc[0]$_DFFE_PN0P_ | rst_n
min | 2 | calculate.crc[2]$_DFFE_PN0P_ | calculate.crc[2]$_DFFE_PN0P_
max in group asynchronous | 1 | calculate.crc[1]$_DFFE_PN0P_ | rst_n
max | 5 | calculate.crc[0]$_DFFE_PN0P_ | in[4]
max reg2reg | 4 | calculate.crc[0]$_DFFE_PN0P_ | counter[1]$_DFFE_PN0P_
min reg2reg | 2 | calculate.crc[2]$_DFFE_PN0P_ | calculate.crc[2]$_DFFE_PN0P_
==> state kept, by name (all words and copies together) (netlist names) <==
register	count
counter	4
calculate.crc	8
byte_processed	1
==> through the flow <==
stage | hold WS [ns] | utilization, % | setup WS (ns) | cell area (um^2) | total power, W
floorplan | 0.144 | - | 0.579 | 609 | 0.000299
global placement | 0.529 | 17.1 | 0.156 | 890 | 0.000340
detailed placement | 0.544 | 17.1 | 0.124 | 890 | 0.000342
CTS | 0.561 | 18.0 | 0.365 | 935 | 0.000548
global route | 0.615 | 18.0 | 0.168 | 935 | 0.000575
finish | 0.550 | 18.0 | 0.383 | 935 | 0.000538
Power and IR drop assume default switching activity.
